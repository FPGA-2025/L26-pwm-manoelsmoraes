--- design.v ---
module PWM (
    input wire clk,               
    input wire rst_n,             
    input wire [15:0] duty_cycle,  
    input wire [15:0] period,      
    output reg pwm_out             
);
    reg [15:0] counter;  
    always @(posedge clk or negedge rst_n) begin
        if (!rst_n) begin
            counter  <= 0;
            pwm_out  <= 0;
        end else begin
            if (counter < period - 1)
                counter <= counter + 1;
            else
                counter <= 0;  
            if (counter < duty_cycle)
                pwm_out <= 1;  
            else
                pwm_out <= 0;  
        end
    end
endmodule
module PWM_Control #(
    parameter CLK_FREQ = 25_000_000,   
    parameter PWM_FREQ = 1250          
)(
    input  wire clk,       
    input  wire rst_n,     
    output wire [7:0] leds  
);
    localparam integer PWM_PERIOD = CLK_FREQ / PWM_FREQ;
    localparam integer DUTY_MIN = 1;  
    localparam integer DUTY_MAX = (PWM_PERIOD * 70) / 100;  
    reg [15:0] duty_cycle;    
    reg [15:0] period;        
    reg        dir;           
    reg [24:0] time_counter;  
    wire pwm_signal;          
    PWM pwm_inst (
        .clk(clk),
        .rst_n(rst_n),
        .duty_cycle(duty_cycle),
        .period(period),
        .pwm_out(pwm_signal)
    );
    assign leds = {8{pwm_signal}};
    always @(posedge clk or negedge rst_n) begin
        if (!rst_n) begin
            duty_cycle   <= DUTY_MIN;
            period       <= PWM_PERIOD;
            dir          <= 0;  
            time_counter <= 0;
        end else begin
            time_counter <= time_counter + 1;
            if (time_counter >= (CLK_FREQ / 1000)) begin
                time_counter <= 0;  
                if (!dir) begin
                    if (duty_cycle < DUTY_MAX)
                        duty_cycle <= duty_cycle + 1;
                    else
                        dir <= 1;  
                end else begin
                    if (duty_cycle > DUTY_MIN)
                        duty_cycle <= duty_cycle - 1;
                    else
                        dir <= 0;  
                end
            end
        end
    end
endmodule
--- run.sh ---
#!/bin/bash
# OpenROAD 26Q1-2900-gdf79404cd8, Yosys 0.63+post, stock flow scripts
make -C /OpenROAD-flow-scripts/flow DESIGN_CONFIG=/design/flow/config.mk WORK_HOME=/design/flow/orfs finish
--- config.mk ---
export PLATFORM = sky130hd
export DESIGN_NAME = PWM_Control
export DESIGN_NICKNAME = PWM_Control
export VERILOG_FILES = /design/flow/design.v
export SDC_FILE = /design/flow/constraint.sdc
export NUM_CORES = 4
export LEC_CHECK = 1
export CORE_UTILIZATION = 50
--- constraint.sdc ---
current_design PWM_Control

set clk_period 3.1
set clk_io_pct 0.2

create_clock -name clk0 -period $clk_period [get_ports {clk}]

set non_clock_inputs [all_inputs -no_clocks]
set_input_delay [expr $clk_period * $clk_io_pct] -clock clk0 $non_clock_inputs
set_output_delay [expr $clk_period * $clk_io_pct] -clock clk0 [all_outputs]
==> job_summary.md <==
### Metrics collected by this job

| Metric | Value |
|---|---|
| Routed length per instance | `around 13 um` |
| Status | `complete, no violations` |
| Final period utilization | `0.732` |
| GP Congestion | `approximately 0.86` |
| Iteration-0 DRC Markers | `about 140` |
| Worst-path maximum fanout | `21` |
| Layout cells sized above 1 | `0.0603` |
| Slew margin rel. | `0.557` |
| Syn_area_per_cell | `around 9.4 um2` |
| Fmax | `~440 MHz` |
| Ys async rst share | `1.00` |
| Routed WL | `5.85 mm` |
| # fillers | `around 530` |
| DRC violations left | `0` |
| CP bufs+invs | `1` |
| Pre-Repair DR Iteration Count | `4` |
| Largest net degree at the start of global routing | `32` |
| Mapped Area | `0.00324 mm2` |
| Placeable Area | `roughly 0.006 mm2` |
| CP Launch Point | `time_counter[2]$_DFF_PN0_` |
| DRT antenna net count | `0` |
| Cts bufs inserted | `9` |
| Synth Instances | `343` |
| Yosys chip area | `~0.0032 mm2` |
| Worst Max-Slew Pin Slew | `0.664 ns` |
| Post-CTS sizing | `0` |
| Count of non-filler cells in the finished layout | `440` |
| Clock H-tree levels | `3` |
| Ports | `10` |
| Total power | `approximately 1.9 mW` |
| Crit. End Element | `flop` |
| CTS Hold Buffers Added | `0` |
| Syn-to-layout area delta | `10.9%` |
| Post-CTS setup buffer count | `0` |
| Register bit total from synthesis | `roughly 59` |
| Row cnt | `28` |
| CP top delay family | `simple AND/OR/NAND/NOR gates` |
| R2R Path End | `duty_cycle[13]$_DFFE_PN0P_` |
| Clock transition at path regs | `about 0.070 ns` |
| Initial antenna violation count | `0` |
| Ant. Diodes | `0` |
| Remaining global-route overflow | `0` |
| Final Skew | `0.00643 ns` |
| Via density | `roughly 5.3` |
| Maximum vdd drop | `0.363 mV` |
| Pre-CTS setup slack | `a little over 0.8 ns` |
| Width of the die | `a little over 80 um` |
| Die Size | `~0.0068 mm2` |
| Final hold vios | `0` |
| Max Slew Vio Count | `0` |
| Flip-flops with a built-in enable | `0` |
| Arrival time worst endpoint | `between 2 and 3 ns` |
| Vias in the first global route | `between 2k and 2.5k` |
| Final WS setup | `0.830 ns` |
| Worst hold-check path type | `in2async` |
| Pleak | `about 1.6 nW` |
| Final setup viols | `0` |
| Minimum clock period | `2.27 ns` |
| Power Density | `roughly 520 mW/mm2` |
| First-pass GRT wire length | `~10 mm` |
| FF-to-FF Start | `time_counter[2]$_DFF_PN0_` |
| Buffers on Ports | `9` |
| Syn. warnings | `2` |
| Worst setup path endpoint | `duty_cycle[13]$_DFFE_PN0P_` |
| Fp util | `0.531` |
| Skew-Pair Late Insertion Delay | `roughly 0.34 ns` |
| Critical path class | `reg2reg` |
| Cell variety after synth | `approximately 47` |
| Tool warning count | `28` |
| Hold WS | `~0.31 ns` |
| Main flop type | `dfrtp_1` |
| Root Buffer Master | `clkbuf_8` |
| Number of instances in the placed design | `424` |
| Reg2reg setup slack | `just over 0.8 ns` |
| Dpl hpwl | `approximately 4.2 mm` |
| CP Data Required Time | `approximately 3.4 ns` |
| Die Height | `roughly 82 um` |
| Max clock buf depth | `2` |
| Total Routing Usage GR | `0.207` |
| Clock sinks | `between 50 and 60` |
| RSZ-0062 raised after global routing | `no` |
| WP depth | `6` |
| CP Launch Type | `flop` |
| Seq share, synth | `0.456` |
| Setup TNS | `0 ns` |
| Vias | `about 2.3k` |
| Crit-path cells | `or4b_1, o21ai_1, a311o_2, inv_2, nor4_1, xnor2_1` |
| Yosys cell count | `around 340` |
| FF-to-FF path depth | `6` |
| Max stage delay on crit path | `around 0.53 ns` |
| Slowest cell on crit path | `or4b_1` |
| Max Cap Violations | `0` |
| CTS tree | `done` |
-- state kept, by name (all words and copies together), names as in the netlist --
name / flops
time_counter: 25
duty_cycle: 16
pwm_inst.counter: 16
dir: 1
pwm_inst.pwm_out: 1
-- kinds of logic (layout without fill, tap and decap cells) --
family	count (synthesis)	count (layout)	share of synthesized area
AOI/OAI and AO/OA	47	47	0.0958
xor gates and xnor gates	38	38	0.103
adders and majority gates	21	21	0.0811
buffers and inverters	40	52	0.0579
DFF	59	59	0.456
muxes	1	1	0.00309
other	1	11	0.00116
and+or+nand+nor	136	136	0.202
-- where the power goes --
part | switching (mW) | internal [mW]
registers | 0.0639 | 0.824
logic | 0.177 | 0.123
clock network | 0.318 | 0.376
-- Yosys cell counts, types with 8 or more instances --
| master | n | area (um2) |
|---|---|---|
| nand3_1 | 16 | 80.1 |
| buf_4 | 9 | 67.6 |
| nand4_1 | 14 | 87.6 |
| inv_1 | 24 | 90.1 |
| nor4_1 | 11 | 68.8 |
| a21oi_1 | 13 | 65.1 |
| nor2_1 | 53 | 199 |
| xnor2_1 | 25 | 219 |
| nand2_1 | 17 | 63.8 |
| ha_1 | 21 | 263 |
| nor3_1 | 8 | 40.0 |
| dfrtp_1 | 58 | 1450 |
| xor2_1 | 13 | 114 |
-- cell type report --
type,count,area (um2),area share
Multi-Input combinational cell,254,1610,0.449
Sequential cell,59,1480,0.411
Clock buffer,9,124,0.0345
Timing Repair Buffer,11,113,0.0314
Inverter,25,93.8,0.0261
Tap cell,75,93.8,0.0261
Clock inverter,7,77.6,0.0216
-- placed cells by master (no fill, tap or decap), types with 2 or more instances in the layout --
| master | synthesis | routed |
|---|---|---|
| nor2_1 | 53 | 53 |
| a21oi_1 | 13 | 13 |
| o21ai_0 | 6 | 6 |
| inv_1 | 24 | 24 |
| clkdlybuf4s50_1 | 0 | 8 |
| nor4_1 | 11 | 11 |
| nand2_1 | 17 | 17 |
| a21o_1 | 6 | 6 |
| xor2_1 | 13 | 13 |
| nand4_1 | 14 | 14 |
| ha_1 | 21 | 21 |
| o22a_1 | 2 | 2 |
| dfrtp_1 | 58 | 58 |
| o21ai_1 | 3 | 3 |
| conb_1 | 1 | 11 |
| nor3_1 | 8 | 8 |
| nand2b_1 | 2 | 2 |
| or3_1 | 4 | 4 |
| nand3_1 | 16 | 16 |
| clkinv_4 | 0 | 3 |
| and3_1 | 4 | 4 |
| clkbuf_8 | 0 | 9 |
| xnor2_1 | 25 | 25 |
| a211o_1 | 2 | 2 |
| a31oi_1 | 3 | 3 |
-- worst min-delay path by stage --
| stage | start | endpoint | slack [ns] | cells past startpoint |
|---|---|---|---|---|
| finish | rst_n | time_counter[11]$_DFF_PN0_ | 0.31 | 1 |
| global route | rst_n | time_counter[13]$_DFF_PN0_ | 0.36 | 1 |
| CTS | rst_n | pwm_inst.pwm_out$_DFF_PN0_ | 0.32 | 1 |
-- stage by stage --
step,cell area (um2),utilization
finish,3590,0.589
global route,3590,0.589
CTS,3590,0.589
detailed placement,3390,0.556
global placement,3390,0.556
floorplan,3280,-
-- layer usage --
| layer | share of wire | wire (um) | track usage |
|---|---|---|---|
| met5 | 0 | 0 | 0 |
| met4 | 0.016 | 92 | 0.0310 |
| met3 | 0.045 | 265 | 0.0546 |
| met2 | 0.40 | 2360 | 0.283 |
| met1 | 0.54 | 3140 | 0.348 |
Power figures rest on the tool's default switching activity, not on a simulated workload.
